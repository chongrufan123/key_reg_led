**design/flow/constraint.sdc**
```tcl
current_design top_key_seg

set clk_period 6.9
set clk_io_pct 0.2

create_clock -name clk0 -period $clk_period [get_ports {clk}]

set non_clock_inputs [all_inputs -no_clocks]
set_input_delay [expr $clk_period * $clk_io_pct] -clock clk0 $non_clock_inputs
set_output_delay [expr $clk_period * $clk_io_pct] -clock clk0 [all_outputs]
```
**design/flow/design.v**
```verilog
module key_seg (
    input              clk,
    input              rst_n,
    input       [3:0]  key,
    output  reg [23:0] num,
    output  reg        en
);
reg                    flag;
parameter              MAX_NUM = 22'd2500_000;
reg             [21:0] cnt;
always @(posedge clk, negedge rst_n) begin
    if(!rst_n) begin
        flag <= 1'd0;  
        cnt <= 22'd2500_000;
    end
    else if(cnt > 22'd0) begin
        flag <= 1'd0;
        cnt <= cnt - 22'd1;
    end
    else if(cnt == 22'd0) begin
        flag <= 1'd1;
        cnt <= 22'd2500_000;
    end
end
always @(posedge clk, negedge rst_n) begin
    if(!rst_n) begin
        en <= 0;
        num <= 24'd0;
    end    
    else if(flag == 1'd1) begin
        en <= 1;
        case(key)
        4'b0111:    num[3:0] <= num[3:0] + 1'd1;
        4'b1011:    num[7:4] <= num[7:4] + 1'd1;
        4'b1101:    num[11:8] <= num[11:8] + 1'd1;
        4'b1110:    num[15:12] <= num[15:12] + 1'd1;
        endcase    
    end
   else if(num[3:0] >= 4'd10) begin
        num[3:0] <= num[3:0] - 4'd10;
        num[7:4] <= num[7:4] + 4'd1;
    end
   else if(num[7:4] >= 4'd10) begin
        num[7:4] <= num[7:4] - 4'd10;
        num[11:8] <= num[11:8] + 4'd1;
    end
    else if(num[11:8] >= 4'd10) begin
        num[11:8] <= num[11:8] - 4'd10;
        num[15:12] <= num[15:12] + 4'd1;
    end
    else if(num[15:12] >= 4'd10) begin
        num[15:12] <= num[15:12] - 4'd10;
        num[19:16] <= num[19:16] + 4'd1;
    end
    else if(num[19:16] >= 4'd10) begin
        num[19:16] <= num[19:16] - 4'd10;
        num[23:20] <= num[23:20] + 4'd1;
    end
    else if(num[23:20] >= 4'd10) 
        num[23:20] <= num[23:20] - 4'd10;
end
endmodule
module seg_led (
    input             clk,
    input             rst_n,
    input             en,
    input      [23:0] num,
    output reg [5:0]  seg_sel,
    output reg [7:0]  seg_led  
);
reg            [2:0]  sel_cnt;
reg                   flag;
reg            [11:0] cnt; 
reg            [3:0]  date;      
always @(posedge clk, negedge rst_n) begin
    if (!rst_n) begin
        flag <= 1'd0;
        cnt <= 12'd50_000;
    end
    else if(cnt > 12'd0) begin
        cnt <= cnt - 1'd1;
        flag <= 1'd0;
    end
    else if (cnt == 12'd0) begin
        cnt <= 12'd50_000;
        flag <= 1'd1;
    end 
end
always @(posedge clk, negedge rst_n) begin
    if (!rst_n) begin
        sel_cnt <= 3'd0;
    end
    else if(flag == 1'd1 && sel_cnt >= 3'd6)
        sel_cnt <= 3'd1;
    else if(flag == 1'd1 && sel_cnt < 3'd6)
        sel_cnt <= sel_cnt + 1'd1;
end
always @(posedge clk, negedge rst_n) begin
    if(!rst_n ) 
        seg_sel <= 6'b111_111;
    else if(en) begin
        case (sel_cnt)
            3'd0: begin 
                seg_sel <=6'b111_111;
            end
            3'd1: begin 
                seg_sel <=6'b111_110;
                date <= num[3:0];
            end
            3'd2: begin 
                seg_sel <=6'b111_101;
                date <= num[7:4];
            end
            3'd3: begin 
                seg_sel <=6'b111_011;
                date <= num[11:8];
            end
            3'd4: begin 
                seg_sel <=6'b110_111;
                date <= num[15:12];
            end
            3'd5: begin 
                seg_sel <=6'b101_111;
                date <= num[19:16];
            end
            3'd6: begin 
                seg_sel <=6'b011_111;
                date <= num[23:20];
            end
            default: seg_sel <= 6'b111_111;
        endcase
    end
end
always @(posedge clk, negedge rst_n) begin
    if(!rst_n)
        seg_led <= 8'hc0;
    else begin
        case (date)
            4'd0 : seg_led <= 8'b11000000;  
            4'd1 : seg_led <= 8'b11111001;  
            4'd2 : seg_led <= 8'b10100100;  
            4'd3 : seg_led <= 8'b10110000;  
            4'd4 : seg_led <= 8'b10011001;  
            4'd5 : seg_led <= 8'b10010010;  
            4'd6 : seg_led <= 8'b10000010;  
            4'd7 : seg_led <= 8'b11111000;  
            4'd8 : seg_led <= 8'b10000000;  
            4'd9 : seg_led <= 8'b10010000;  
            4'd10: seg_led <= 8'b11111111;            
            default: 
                   seg_led <= 8'b11000000;
        endcase
    end
end
endmodule
module top_key_seg (
    input   clk,
    input   rst_n,
    input   [3:0]   key,
    output  [5:0]   seg_sel,
    output  [7:0]   seg_led
);
wire                en ;
wire        [23:0]  num;
parameter           MMAX = 22'd2500_000;
key_seg #(.MAX_NUM(MMAX))u_key_seg(
    .clk            (clk),
    .rst_n          (rst_n),
    .key            (key),
    .num            (num),
    .en             (en),
);
seg_led u_seg_led(
    .clk            (clk),
    .rst_n          (rst_n),
    .en             (en),
    .num            (num),
    .seg_sel        (seg_sel),
    .seg_led        (seg_led) 
);
endmodule
```
**design/flow/run.sh**
```bash
#!/bin/bash
# OpenROAD 26Q1-2900-gdf79404cd8, Yosys 0.63+post, stock flow scripts
make -C /OpenROAD-flow-scripts/flow DESIGN_CONFIG=/design/flow/config.mk WORK_HOME=/design/flow/orfs finish
```
**design/flow/config.mk**
```make
export PLATFORM = sky130hd
export DESIGN_NAME = top_key_seg
export DESIGN_NICKNAME = top_key_seg
export VERILOG_FILES = /design/flow/design.v
export SDC_FILE = /design/flow/constraint.sdc
export NUM_CORES = 4
export LEC_CHECK = 1
export CORE_UTILIZATION = 50
```
==> Table 3: Implementation characteristics <==
Physical design parameters

Parameter                              Value

Die
  X dimension of the die .................. 98.5 um
  Placement Rows .................. 34
  Die Y .................. 98.5 um
  Effective utilization at floorplan .................. 0.526
  Number of ports placed on the die boundary .................. 20
  Area of the core .................. 8850 um2
  Floorplan die area .................. 9700 um2

Setup path
  Delay of the slowest cell on the worst path .................. 0.69 ns
  Critical Path Fanout Max .................. 5
  Arrival time of data at the critical path endpoint .................. 3.06 ns
  CP Capture Type .................. flop
  Required time at the endpoint of the critical path .................. 7.14 ns
  Crit path launch type .................. primary input
  Crit Path Category .................. primary input to flop
  Launching instance or port of the critical path .................. key[1]
  Standard cell with the maximum stage delay on the critical path .................. o32ai_1
  Worst path cell trace .................. clkdlybuf4s50_1 -> nand2_1 -> o32ai_1 -> o21ai_0 -> a22o_1
  Reg-to-Reg Start .................. u_seg_led.sel_cnt[2]$_DFFE_PN0P_

Clock network
  Number of buffers created by CTS .................. 9
  Clk buf depth .................. 2
  Root Buffer Master .................. clkbuf_8
  Number of buffers inserted by post-CTS setup repair .................. 0
  Number of instances resized during post-cts repair .................. 0
  Clock transition at the register clock pins on the worst setup and hold paths after CTS .................. 0.08 ns
  TritonCTS clock tree .................. done
  Clk sinks .................. 81
  Total of hold buffers inserted after clock tree synthesis .................. 0
  Number of H-tree branching levels .................. 3
  Latest clock arrival within the worst-skew pair .................. 0.35 ns

Yosys
  Post-synth design cell area .................. 4650 um2
  Yosys warning count .................. 4
  Cell total in the yosys stat output .................. 473
  Fraction of post-synthesis cell area in the top cell type by area .................. 0.312
  Dominant cell type by area after synthesis .................. dfrtp_1
  Area contributors post-synth .................. dfrtp_1, dfstp_2, ha_1, xnor2_1, nor2_1
  Average footprint of a synthesized cell .................. 9.84 um2
  Prevailing post-synth register cell .................. dfrtp_1
  Seq/Total Area, Yosys .................. 0.445
  Count of library flops with an enable pin .................. 4
  Async set-reset flop share out of synthesis .................. 0.951
  Count of unique library cells instantiated by Yosys .................. 61
  Post-Synthesis Cells .................. 473
  Yosys synthesis chip area .................. 4650 um2
  Registers, synthesis .................. 81

Global route
  Largest net degree at the start of global routing .................. 49
  Global-route wire length before repair .................. 15.9 mm
  Total track usage .................. 0.210
  Remaining global-route overflow .................. 0
  Vias in the first global route .................. 3327
  Number of antenna violations at the first check in global routing .................. 0

Route
  Routed via count .................. 3466
  Antenna Violating Nets Remaining .................. 0
  Vias per inst .................. 5.75
  Count of routing violations after the opening detailed-route iteration .................. 220
  Final antenna diode count .................. 0
  First-pass iteration count of the detailed router .................. 6
  Total wire length .................. 8.91 mm
  Average detailed-routed wire length per instance .................. 14.8 um
  Remaining design rule violation count .................. 0

Layout
  Final core area utilization .................. 0.581
  Area grow syn2layout .................. 10.5%
  Final design instance area without fill .................. 5140 um2
  Most frequent cells in the layout .................. dfrtp_1, nor2_1, ha_1, inv_1, nand2_1
  Share of layout cells above drive strength 1 .................. 0.117
  Combinational cell area excluding buffers and inverters .................. 2390 um2
  Top logic cell by instance count in the layout .................. dfrtp_1
  Footprint of the flip-flops and latches .................. 2070 um2
  Filler-free cell count of the finished design .................. 603
  Count of fill cells added during filler insertion .................. 757

Status
  Run status .................. completed

Run
  Maximum Capacitance Violations .................. 0
  Total tool warning count .................. 45

Timing
  F_max .................. 355 MHz
  Number of setup violations in the final report .................. 0
  Min cycle time layout .................. 2.82 ns
  Final setup skew .................. 0.0103 ns
  Count of final hold-check violations .................. 0
  Slew Limit Headroom .................. 0.434
  Pin slew with the least headroom to its limit .................. 0.842 ns
  Setup repair after global routing missed its margin .................. false
  Setup TNS .................. 0 ns
  Post-layout period usage .................. 0.408
  Slew Limit Fails .................. 0

Power
  Worst VDD drop .................. 0.000198 V
  Power density normalized to cell area .................. 270 nW/um2
  Total Power .................. 0.00139 W
  Cell leakage power .................. 2.28 nW

Placement
  Routability congestion estimate .................. 0.815
  Standard cell area after detailed placement .................. 4920 um2
  Total half-perimeter wirelength after legalization and detailed placement .................. 6.37 mm
  Number of cells in the design after placement .................. 587
  Number of buffer cells added on primary ports .................. 18

Worst hold path
  Type of the worst min-delay path .................. flop to flop
  Startpoint of the tightest hold check path .................. u_key_seg.cnt[0]$_DFF_PN0_
state kept, by name, summed over array words and instances, names as in the netlist:
signal and count:
u_seg_led.sel_cnt 3, u_key_seg.flag 1, u_seg_led.seg_sel 6, u_key_seg.cnt 22, u_key_seg.en 1, u_seg_led.flag 1, u_seg_led.date 4, u_key_seg.num 24
u_seg_led.seg_led 7, u_seg_led.cnt 12
stage by stage:
stage,setup WS [ns],hold slack [ns]
global route,3.90,0.500
detailed placement,3.74,0.466
CTS,4.12,0.478
floorplan,4.47,0.439
global placement,3.79,0.456
finish,4.08,0.476
cells by family after synthesis:
group,count (synthesis),share of synthesized area
and+or+nand+nor,159,0.176
AOI/OAI and AO/OA,103,0.151
DFF,81,0.445
buffers and inverters,49,0.0409
adders and majority gates,37,0.0995
xor gates and xnor gates,27,0.0508
muxes,16,0.0366
other,1,0.000806
per-layer routing:
layer  part of all wire  GRT usage
met1               0.53      0.364
met2               0.41      0.297
met3              0.050     0.0397
met4              0.011     0.0241
met5                  0          0
synthesized netlist by cell type (7+ instances only):
cell      number
mux2_2         8
nor2_1        42
clkbuf_1      11
o31ai_1        7
inv_1         33
or3_1          8
mux2i_1        8
nor3_1        22
nand3_1       12
a21oi_1       19
nand2_1       30
dfrtp_1       58
nor4_1         7
o21ai_0       24
or4_1          7
dfstp_2       19
xnor2_1       24
ha_1          37
power breakdown:
group / switching [W] / internal, W / leakage, nW
Combinational: 0.000201 / 0.000187 / 1.22
Sequential: 0.0000836 / 0.000533 / 0.955
Clock: 0.000170 / 0.000215 / 0.107
final timing paths:
check	to	slack [ns]	cells after the start
setup reg to reg	u_seg_led.date[3]$_DFFE_PP_	4.29	5
hold reg to reg	u_key_seg.cnt[0]$_DFF_PN0_	0.48	1
hold / removal	u_key_seg.cnt[0]$_DFF_PN0_	0.48	1
setup / recovery	u_key_seg.num[2]$_DFFE_PN0N_	4.08	5
min in group asynchronous	u_seg_led.cnt[3]$_DFF_PN0_	0.95	1
max in group asynchronous	u_key_seg.num[4]$_DFFE_PN0P_	5.01	2
layout make-up:
type,count,share of cell area
inverters,35,0.0255
clock buffers,12,0.0282
clock inverters,4,0.0148
well taps,108,0.0263
flip-flops and latches,81,0.402
multi-input cells,343,0.465
repair buffers,20,0.0375
critical path: cells and delay by family:
kind	cells	cell delay, ns
buffers and inverters	1	0.49
and+or+nand+nor	1	0.10
AOI/OAI and AO/OA	3	1.09
No activity file was given, so power comes from the tool's default toggle rates.
